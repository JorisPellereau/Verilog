### flow/design.v
module pwm (
	    reset_n,   
	    clock,
	    start,
	    en,
	    duty_cycle,
	    pwm_o);
   input reset_n;
   input clock;
   input start;
   input en;
   input [7:0] duty_cycle;
   output      pwm_o;
   reg 	       start_s;
   wire        start_re;
   reg [7:0]   counter;
   assign pwm_o = (counter <= duty_cycle) ? 1 : 0;
   always @(posedge clock) begin
      if (!reset_n)
	counter <= 8'b0;
      else if(en)
        counter <= counter + 1;
   end
endmodule  
### flow/run.sh
#!/bin/bash
# OpenROAD 26Q1-2900-gdf79404cd8, Yosys 0.63+post, stock flow scripts
make -C /OpenROAD-flow-scripts/flow DESIGN_CONFIG=/design/flow/config.mk WORK_HOME=/design/flow/orfs finish
### flow/config.mk
export PLATFORM = sky130hd
export DESIGN_NAME = pwm
export DESIGN_NICKNAME = pwm
export VERILOG_FILES = /design/flow/design.v
export SDC_FILE = /design/flow/constraint.sdc
export NUM_CORES = 4
export LEC_CHECK = 1
export CORE_AREA = 10 10 70 70
export DIE_AREA = 0 0 80 80
### flow/constraint.sdc
current_design pwm

set clk_period 2.7
set clk_io_pct 0.2

create_clock -name clk0 -period $clk_period [get_ports {clock}]

set non_clock_inputs [all_inputs -no_clocks]
set_input_delay [expr $clk_period * $clk_io_pct] -clock clk0 $non_clock_inputs
set_output_delay [expr $clk_period * $clk_io_pct] -clock clk0 [all_outputs]
==> flow_summary.toml <==
# synthesis and place-and-route metrics
[outcome]
outcome = "finished clean"

[setup_path]
cp.depth = 8
critPathCaptureType = "primary output"
crit_required_ns = 2.16
timing.setup.critical_path_class = "primary input to primary output"
cp_slowest_cell = "clkdlybuf4s50_1"
crit_path_max_fanout = 2
rr_worst_depth = 3
critPathTopFamily = "buffers and inverters"
critPathMaxStageDelay_ns = 0.45
critPathLaunchType = "primary input"
critical_path_arrival_ns = 2.03
path_cells = "clkdlybuf4s50_1, inv_1, ha_1, nor2b_1, o211ai_1, a21oi_1, o22ai_1, dlygate4sd2_1"
crit_buf_inv = 3

[synthesis]
synth_async_sr_flop_share = 0
area_of_the_mapped_netlist_um2 = 543
postSynthAreaPerCell_um2 = 8.76
netlist.top_cell.by_area = "dfxtp_1"
synthTopCellsByArea = "dfxtp_1, ha_1, xnor2_1"
enable_flop_cells = 0
ys_seq_frac = 0.295
post-synth-top-count-cell = "ha_1"
synth_top_flop_cell = "dfxtp_1"
ys_area_um2 = 543
ys_top_cells_by_count = "ha_1, dfxtp_1, inv_1"
synth.distinct_cells = 19
syn_inst = 62
post_synth_top_area_share = 0.295
synthesis.yosys.warnings = 1
ys_seq_elements = 8
synth.yosys.num_cells = 62

[layout]
register_with_the_most_flip_flops = "counter"
layout-drive-gt1-share = 0.0533
area_growth_syn_to_layout_pct = 33.4
largest_register_ff_count = 8
reg.largest.list = "counter x8"

[global_routing]
grt_antenna_before_repair = 0
grt_use_total = 0.0342
grt_pass1_wl_um = 1820
grt_start_max_net_pins = 9
first_global_vias = 405
global_route.overflow_total = 0

[final_timing]
worst-slew-pin-transition_ns = 0.261
count_of_endpoints_failing_setup_in_the_final_report = 0
postLayoutSetupSlackWorst_ns = 0.134
final.period_utilization = 0.950
fmaxAchievable_ghz = 0.390
min_period_ns = 2.57
drv_slew = 0
finalSetupTns_ns = 0
clock_skew_ns = 0.00351
slew_headroom = 0.825
timing.final.hold_violations = 0
grt_setup_unrepaired = "no"

[drt]
drt_pass1_iterations = 4
diodes = 0
drt-wirelength-per-cell_um = 9.35
first_iter_violations = 8
postRouteWirelength_um = 1130
vias_per_cell = 3.78
antenna_violating_nets_remaining = 0
vias_post_dr = 457
drcViolationCount = 0

[clock_tree]
worst_skew_pair.late_latency_ns = 0.25
clock_tree.buffer_depth = 2
cts_inserted_buffers = 3
cts_tree = "yes"
ctsHtreeMaxLevel = 1
clk_sink_count = 8
cts-resized-gates = 1
postCtsSetupBuffers = 0
clkSlewWorstSetupHoldPaths_ns = 0.05
clk_tree_root_cell = "clkbuf_4"
holdBufCountCts = 0

[pwr]
power.ir.vdd_worst_v = 0.0000816
power_dissipated_by_switching_net_loads_mw = 0.0579
leak_nw = 0.316
share_comb_of_total_power = 0.159
power_report.internal_total_mw = 0.197
pwr-share-seq = 0.494
sw_frac_of_total = 0.227
power_density_nw_per_um2 = 352
pwr-share-clk = 0.347

[floorplan]
num_io_pins = 13
floorplan.die_area_um2 = 6400
core_util_floorplan = 0.159
die_height_um = 80
fp.coreArea_um2 = 3420
die-width_um = 80
placementRows = 21

[hold_path]
hp-class = "flip-flop to flip-flop"
hold_path_stages = 2

[place]
port_buffers = 11
hpwlAfterDp_um = 905
pre_cts_slack_ns = -0.148
last_weighted_congestion_value_of_the_routability_driven_placer = 0.726

[flow_run]
tool_warnings = 26
drv.max_cap_violation_count = 0
[path summary, 6_finish.rpt]
kind                  from    endpoint  slack (ns)
min             counter[7]  counter[7]        0.49
max reg2reg     counter[2]  counter[7]        1.47
min reg2reg     counter[7]  counter[7]        0.49
max          duty_cycle[1]       pwm_o        0.13
[cells in the final DEF (no fill, tap or decap)]
master / netlist / routed
o211ai_1: 1 / 1
ha_1: 9 / 9
and2_1: 5 / 5
dlygate4sd2_1: 0 / 1
o21ai_0: 3 / 3
a21boi_1: 2 / 2
inv_1: 8 / 8
nand4_2: 1 / 1
and3_1: 1 / 1
xor2_1: 1 / 1
dfxtp_1: 8 / 8
mux2i_1: 1 / 1
clkdlybuf4s50_1: 0 / 10
xnor2_1: 4 / 4
a21oi_1: 4 / 4
nand4_1: 4 / 4
nor2b_1: 2 / 2
o22ai_1: 1 / 1
or3_1: 2 / 2
nand2_1: 4 / 4
clkbuf_4: 0 / 3
[stage by stage]
stage	power [mW]	utilization	instances	hold WS, ns	instance area (um2)
after detailed placement	0.169	0.206	118	0.487	703
final	0.255	0.212	121	0.494	724
after floorplan	0.149	-	62	0.461	543
after global placement	0.167	0.206	118	0.472	703
after CTS	0.259	0.212	121	0.496	724
after global routing	0.267	0.212	121	0.542	724
[cell families (layout without fill, tap and decap cells)]
kind of cell / count (synthesis) / count (layout) / synth area share
flip-flops: 8 / 8 / 0.295
adder cells (fa/ha/maj): 9 / 9 / 0.207
AND/OR/NAND/NOR: 19 / 19 / 0.212
multiplexers: 1 / 1 / 0.0184
buffers and inverters: 9 / 22 / 0.0691
AND-OR/OR-AND: 11 / 11 / 0.118
XOR/XNOR: 5 / 5 / 0.0806
[final cells by class]
class / instances / area, um2
inverter: 8 / 30.0
clock buffer: 3 / 22.5
multi-input combinational: 45 / 345
fill: 380 / 2690
timing repair buffer: 11 / 109
tap: 46 / 57.6
sequential: 8 / 160
[worst reg2reg max path: stages, from the launching register on]
cell and delay [ns]:
dfxtp_1 0.44, nand4_2 0.20, or3_1 0.38, a21boi_1 0.14
[power by group through the flow]
stage	clock network, mW	registers (mW)	logic, mW
4_1_cts	0.0917	0.126	0.0410
5_1_grt	0.0955	0.126	0.0451
6_report	0.0884	0.126	0.0405
[layer usage]
layer	vias up	wire, um	track usage
li1	240	-	-
met1	202	547	0.0479
met2	15	436	0.0425
met3	0	147	0.0227
met4	0	0	0.00528
met5	-	0	0
Power is estimated from default activity; no workload was simulated.
