==> ./design.v <==
module counter_8b (
		   input clk,
		   input rst_n,
		   input i_en_cnt,
		   output o_cnt_done
		   );
   reg [7:0] s_cnt;
   reg      s_cnt_done;
   always @(posedge clk) begin
      if(!rst_n) begin
	 s_cnt      <= 2'h0;
	 s_cnt_done <= 1'b0;
      end
      else begin
	 if(i_en_cnt) begin
	    if(s_cnt < 255) begin
	       s_cnt <= s_cnt + 1;
	       s_cnt_done <= 1'b0;
            end	       
 	    else begin
	       s_cnt <= 2'h0;
	       s_cnt_done <= 1'b1;
	    end
	 end
	 else begin
	   s_cnt      <= 2'h0;
	   s_cnt_done <= 1'b0; 
	end	    	 
      end      
   end
   assign o_cnt_done = s_cnt_done;
endmodule  
==> ./run.sh <==
#!/bin/bash
# OpenROAD 26Q1-2900-gdf79404cd8, Yosys 0.63+post, stock flow scripts
make -C /OpenROAD-flow-scripts/flow DESIGN_CONFIG=/design/flow/config.mk WORK_HOME=/design/flow/orfs finish
==> ./config.mk <==
export PLATFORM = sky130hd
export DESIGN_NAME = counter_8b
export DESIGN_NICKNAME = counter_8b
export VERILOG_FILES = /design/flow/design.v
export SDC_FILE = /design/flow/constraint.sdc
export NUM_CORES = 4
export LEC_CHECK = 1
export CORE_AREA = 10 10 70 70
export DIE_AREA = 0 0 80 80
==> ./constraint.sdc <==
current_design counter_8b

set clk_period 1.6
set clk_io_pct 0.2

create_clock -name clk0 -period $clk_period [get_ports {clk}]

set non_clock_inputs [all_inputs -no_clocks]
set_input_delay [expr $clk_period * $clk_io_pct] -clock clk0 $non_clock_inputs
set_output_delay [expr $clk_period * $clk_io_pct] -clock clk0 [all_outputs]
==> impl_metrics.toml <==
# physical design summary
[logic_synthesis]
avgSynthCellArea_sq_um = 9.28
syn_area_sq_um = 380
synth_flops = 9
postSynthCellCount = 41
ys_chip_area_sq_um = 380
ys_types = 20
ys_warn_count = 1
ys_cells = 41
ys_seq_share_pct = 47.4

[placed_design]
place_area_sq_um = 475
gp_congestion = 0.846
dpl.hpwl_microns = 514
dp_slack_ns = 0.203
port-buffer-count = 3

[grt]
grt_pass1_vias = 305
track_usage_pct = 2.16
antenna_found_initial = 0
grt_max_degree = 9
grt_pass1_wl_mm = 1.16
grt_overflow = 0

[worst_setup_path]
r2r_start = "s_cnt[0]"
critPathLaunch = "s_cnt[0]"
start_kind = "flop"
worst-setup-path-type = "flop to flop"
crit_fanout = 5
cp.arrival_ns = 1.58
required_ns = 1.74
regToRegSetupSlack_ns = 0.16
cp-end-kind = "flop"

[die]
die_y_microns = 80
die-width_microns = 80
rows = 21
io_pins = 4
die-area_sq_um = 6400
floorplan.core_util_pct = 11.1
core_sq_um = 3420

[timing]
setup_viol = 0
max_freq_mhz = 696
report.final.hold_viol_count = 0
fin_setup_tns_ns = 0
min_period_ns = 1.44
finalMaxSlewViolations = 0
worst_pin_slew_ns = 0.291
rsz0062_at_grt = "no"
slew-limit-headroom_pct = 80.6
finClkSkew_ns = 0.00700
setup_slack_ns = 0.164
finalClockPeriodUsage_pct = 89.7

[route]
first_pass_iters = 5
wl_per_cell_microns = 7.56
drc = 0
drt-initial-drc-count = 6
num_vias = 339
drt_wl_total_microns = 718
antenna-diode-count = 0
ant_nets = 0
via_per_inst = 3.57

[pwr]
p_per_area_nw_per_um2 = 821
irDropWorstVdd_mv = 0.283
p_leak_nw = 0.156

[finish]
area_growth_pct = 31.9
drive_above_1_share_pct = 14.3
utilization_pct = 14.7
n_fill_cell = 401
final_area_sq_um = 502

[clock_tree]
cts.sink_count = 9
postCtsSetupBuffers = 0
cts_made_buffers = 3
clkLatencyLatePin_ns = 0.26
clockBufferDepth = 2
cts_resized = 0
htree_levels = 1
root_buffer = "clkbuf_4"
holdBufCountCts = 0
cts_tree = "done"
cts.clk_slew.worst_paths_ns = 0.05

[flow_run]
log.warning_count = 25
drv_cap = 0

[worst_hold_path]
hp-class = "flop to flop"
hold_path_startpoint = "s_cnt[0]"

[status]
status = "finished, final reports clean"
cell usage in the layout, fill, tap and decap left out:
cell type	instances
dfxtp_1	9
nand2_1	4
a21oi_1	4
nand3_1	4
nor2_1	3
clkbuf_4	3
clkdlybuf4s50_1	3
or3_1	2
and4_1	2
xnor2_1	1
nand3_2	1
nor3b_2	1
o21ai_0	1
and3_1	1
a311oi_1	1
a31oi_1	1
nand4_1	1
nor3_1	1
xor2_1	1
o211ai_1	1
or2_2	1
ha_1	1
clkbuf_1	1
buf_4	1
kinds of logic after synthesis:
logic type                 synth area share, %
DFF                                       47.4
and+or+nand+nor                           32.2
adders and majority gates                 3.29
AOI/OAI and AO/OA                         12.5
xor gates and xnor gates                  4.61
Yosys cell counts:
library cell  n  share of area [%]
a21oi_1       4                5.3
a311oi_1      1                2.3
a31oi_1       1                1.6
and3_1        1                1.6
and4_1        2                4.6
dfxtp_1       9                 47
ha_1          1                3.3
nand2_1       4                3.9
nand3_1       4                5.3
nand3_2       1                2.6
nand4_1       1                1.6
nor2_1        3                3.0
nor3_1        1                1.3
nor3b_2       1                3.3
o211ai_1      1                2.0
o21ai_0       1                1.3
or2_2         1                1.6
or3_1         2                3.3
xnor2_1       1                2.3
xor2_1        1                2.3
routing by layer:
layer  global-route usage (%)  vias to the layer above  wire, microns
met1                     2.75                      151            354
met2                     3.29                       13            314
met4                    0.880                        0             14
met3                    0.682                        6             35
met5                        0                        -              0
li1                         -                      169              -
through the flow:
step	hold slack (ns)	instances	power, W
5_1_grt	0.521	95	0.000432
6_report	0.511	95	0.000412
3_3_place_gp	0.485	91	0.000246
4_1_cts	0.506	95	0.000418
3_5_place_dp	0.495	91	0.000247
2_1_floorplan	0.475	41	0.000239
final cells by class:
cell class              instances  area, sq um  share of cell area, %
multi-input cells              32          200                   39.9
flip-flops and latches          9          180                   35.9
well taps                      46         57.6                   11.5
repair buffers                  4         37.5                   7.48
clock buffers                   4         26.3                   5.24
flip-flops by register name (all words and copies together) (netlist names):
name and count:
s_cnt 8, s_cnt_done 1
worst max-delay path, stage by stage, from the launching register on:
cell and delay [ns]:
dfxtp_1 0.40, ha_1 0.19, nand2_1 0.09, or3_1 0.43, and4_1 0.21
worst paths after layout:
kind / endpoint / cells past startpoint
min reg2reg: s_cnt[0] / 1
min: s_cnt[0] / 1
max: s_cnt[1] / 4
max reg2reg: s_cnt[1] / 4
report_power, final:
part            total, W  switching (W)  leakage, nW  internal, W
combinational  0.0000128     0.00000563       0.0685   0.00000714
clock           0.000170      0.0000737       0.0150    0.0000958
sequential      0.000230     0.00000299       0.0728     0.000227
total           0.000412      0.0000824        0.156     0.000329
Power figures rest on the tool's default switching activity, not on a simulated workload.
